`flow/design.v`:
```
`timescale 1ns / 1ps
module memory(
    input clk,
    input en,
    input wr_en,
    input [15:0] address,
    input [15:0] wr_data, 
    output reg [15:0] data
);
reg [15:0] mem [0:1023]; 
always @(posedge clk) begin
    if (en) begin
        if (wr_en) begin
            mem[address] <= wr_data;  
        end
        data <= mem[address];  
    end
end
endmodule
```
`flow/run.sh`:
```
#!/bin/bash
# OpenROAD 26Q1-2900-gdf79404cd8, Yosys 0.63+post, stock flow scripts
make -C /OpenROAD-flow-scripts/flow DESIGN_CONFIG=/design/flow/config.mk WORK_HOME=/design/flow/orfs finish
```
`flow/config.mk`:
```
export PLATFORM = sky130hd
export DESIGN_NAME = memory
export DESIGN_NICKNAME = memory
export VERILOG_FILES = /design/flow/design.v
export SDC_FILE = /design/flow/constraint.sdc
export NUM_CORES = 4
export LEC_CHECK = 1
export CORE_UTILIZATION = 50
export SYNTH_MEMORY_MAX_BITS = 65536
```
`flow/constraint.sdc`:
```
current_design memory

set clk_period 93.6
set clk_io_pct 0.2

create_clock -name clk0 -period $clk_period [get_ports {clk}]

set non_clock_inputs [all_inputs -no_clocks]
set_input_delay [expr $clk_period * $clk_io_pct] -clock clk0 $non_clock_inputs
set_output_delay [expr $clk_period * $clk_io_pct] -clock clk0 [all_outputs]
```
==> out/metrics.yaml <==
slew_viol_final: 0
clock_path_buffers: 6
warnings: 63
dr.pass1.iters: 6
ys_cells: 31421
layout-drive-gt1-share_pct: 18.5
fp-utilization_pct: 50.2
relSlewSlack_pct: 9.85
clk_root_buffer_cell: "clkbuf_16"
endpoint_kind: "register"
simple_gate_share_pct: 2.08
core-area_sq_um: 1250000
mux_area_share_pct: 14.0
area_growth_pct: 13.5
antenna_found_initial: 150
setup-tns-final_ns: 0
min-delay-path-class: "register to register"
vdd_drop_max_mv: 0.0186
die_h_um: 1120
grt_pass1_wl_um: 2480000
cap_violations: 0
async_flop_share_pct: 0
grt_max_degree: 133
dp_slack_ns: 64.64
htree_levels: 7
skew_ns: 0.0853
ys.flops: 16400
top_area_cell: "edfxtp_1"
period_minus_slack_ns: 27.68
grt_overflow: 0
place_hpwl_um: 1080000
crit_path_start_kind: "input port"
synth_top_area_share_pct: 78.7
grt.total_usage_pct: 31.8
critical_path.max_fanout: 82
setup_viol: 0
grt_pass1_vias: 336139
syn_avg_cell_area_sq_um: 19.9
crit_arrival_ns: 28.68
via_per_inst: 6.11
port-buffer-count: 44
cts_resized: 0
die_w_um: 1120
logic_family: "multiplexers"
reg2reg_depth: 8
fmax_mhz: 36.1
critPathKind: "input port to register"
cts_buffers: 1708
wl_per_cell_um: 34.1
wl_um: 1780000
total_power_mw: 15.1
flop_cell: "edfxtp_1"
via_count: 317508
cts.sinks: 16400
chipArea_sq_um: 1260000
ys_sh_adder_pct: 0
final.setup.worst_slack_ns: 65.92
topCellsByArea: "edfxtp_1, mux2i_1, mux4_2"
hold_viol: 0
worstHoldPathCells: 7
top_layer: "met5"
most-common-layout-cells: "edfxtp_1, mux2i_1, buf_4, o22ai_1, clkbuf_16"
yosysSeqAreaShare_pct: 78.7
syn_inst: 31421
syn-cell-area_sq_um: 626000
fin_crit_sh_pct: 29.6
yosys.area_share.aoi_pct: 3.78
route.met3.wl_um: 359000
postCtsHoldBufs: 0
yosysChipArea_sq_um: 626000
antenna_left: 0
met2_length_um: 805000
status: "finished clean"
wirelength_met1_um: 528000
worst_slew_pin_slew_ns: 1.34
clkTransAtPathRegs_ns: 0.06
xor_share_pct: 0
synth-edff-count: 16400
power-per-cell-area_nw_per_um2: 21.3
post_cts_buffers: 0
required_ns: 94.60
gp_congestion: 0.918
io_pins: 51
clkLatencyLatePin_ns: 1.39
yosysWarnings: 1
power_leakage_nw: 235
hold_slack_ns: 1.53
drc: 0
synth_cell_types: 57
fp-row-count: 410
layout.cells.most_common: "edfxtp_1"
dr.first_iter.drc_count: 20919
grt_setup_unrepaired: "false"
cts_tree: "yes"
==> synth_stat cells (120+ instances only) <==
library cell / instances
edfxtp_1: 16400
mux2i_1: 4909
o22ai_1: 2055
mux4_2: 1655
nor2_1: 1427
clkbuf_1: 832
buf_2: 820
o21ai_0: 487
a22oi_1: 409
nor4_1: 349
or4_1: 291
a221oi_1: 228
buf_1: 206
a21oi_1: 187
nand2_1: 182
nand3_1: 176
nor3_1: 132
mux2_2: 120
==> metrics by stage <==
| step | cells | util (%) | cell area (sq um) |
|---|---|---|---|
| 2_1_floorplan | 31421 | - | 626000 |
| 3_3_place_gp | 48514 | 52.7 | 657000 |
| 3_5_place_dp | 48514 | 52.7 | 657000 |
| 4_1_cts | 51527 | 56.8 | 709000 |
| 5_1_grt | 51816 | 56.9 | 710000 |
| 6_report | 52002 | 56.9 | 710000 |
==> report_power, final <==
| group | total (mW) | internal [mW] | switching (mW) |
|---|---|---|---|
| registers | 8.08 | 8.08 | 0.000784 |
| clock network | 6.38 | 3.67 | 2.71 |
| logic | 0.681 | 0.205 | 0.476 |
| total | 15.1 | 12.0 | 3.19 |
==> cell families after synthesis <==
kind of cell,count (synthesis)
flip-flops,16400
multiplexers,6685
AND-OR/OR-AND,3662
buffers and inverters,1959
AND/OR/NAND/NOR,2715
==> metal layers <==
| metal | GRT usage (%) | vias up |
|---|---|---|
| met2 | 43.1 | 20322 |
| met5 | 3.22 | - |
| met1 | 37.5 | 158913 |
| li1 | - | 134808 |
| met3 | 27.8 | 3251 |
| met4 | 11.8 | 214 |
==> sequential cells by signal, summed over array words and instances, names as in the netlist <==
| register | flops |
|---|---|
| data | 16 |
| mem | 16384 |
==> path summary, 6_finish.rpt <==
kind / startpoint / end / slack (ns)
min: mem[925][7] / data[7] / 1.53
max: address[1] / data[2] / 65.92
min reg2reg: mem[925][7] / data[7] / 1.53
max reg2reg: mem[586][8] / data[8] / 88.35
==> layout make-up <==
class,count,area (sq um)
tap,16686,20900
clock buffer,2060,44300
sequential,16400,492000
clock inverter,953,7740
inverter,2,12.5
timing repair buffer,2364,18500
multi-input combinational,13062,125000
antenna,475,1190
fill,89386,537000
==> worst max-delay path, stage by stage <==
cell and delay, ns:
buf_16 0.29, buf_4 0.64, buf_4 0.63, buf_4 0.64
buf_4 0.71, buf_4 0.56, buf_12 0.51, buf_4 0.62
buf_4 0.66, buf_4 0.73, mux2i_1 0.27, o22ai_1 0.12
nor4_1 1.14, buf_4 0.26, nand3_1 0.07, and3_1 0.28
o21ai_0 0.25, buf_4 0.21, nand4_1 0.13, buf_4 0.27
or3_1 0.55
Power figures rest on the tool's default switching activity, not on a simulated workload.
