### ./design.v
`timescale 1ns / 1ps
module dmem (
    input  wire        clk,
    input  wire [15:0] addr,
    input  wire [15:0] wdata,
    input  wire        we,
    output reg  [15:0] rdata
);
    reg [15:0] memory [0:1023];  
    always @(posedge clk) begin
        if (we)
            memory[addr[11:1]] <= wdata;
    end
    always @(*) begin
        rdata = memory[addr[11:1]];
    end
endmodule
### ./config.mk
export PLATFORM = sky130hd
export DESIGN_NAME = dmem
export DESIGN_NICKNAME = dmem
export VERILOG_FILES = /design/flow/design.v
export SDC_FILE = /design/flow/constraint.sdc
export NUM_CORES = 4
export LEC_CHECK = 1
export CORE_UTILIZATION = 40
export SYNTH_MEMORY_MAX_BITS = 65536
### ./run.sh
#!/bin/bash
# OpenROAD 26Q1-2900-gdf79404cd8, Yosys 0.63+post, stock flow scripts
make -C /OpenROAD-flow-scripts/flow DESIGN_CONFIG=/design/flow/config.mk WORK_HOME=/design/flow/orfs finish
### ./constraint.sdc
current_design dmem

set clk_period 101.3
set clk_io_pct 0.2

create_clock -name clk0 -period $clk_period [get_ports {clk}]

set non_clock_inputs [all_inputs -no_clocks]
set_input_delay [expr $clk_period * $clk_io_pct] -clock clk0 $non_clock_inputs
set_output_delay [expr $clk_period * $clk_io_pct] -clock clk0 [all_outputs]
==> run summary <==
The flow run is done. Count of max-cap constraint violations landed at 1. The gate-level netlist out of Yosys references 63 unique cell types. Leakage power landed at roughly 240 nW. Summing all multiplexer cells gives an area fraction of 0.1401. The placement summary gives the final routability congestion estimate as approximately 0.93. Share of the synthesized netlist area taken by xor and xnor gates landed at 0.

Setup repair after global routing left no endpoint under its margin. Per the layout area report, the register area comes to about 490,000 um2. The checks that failed: max-capacitance violations, max-slew violations. For this design, Yosys synthesis ends with a cell count of 32,130. From bottom edge to top edge, the die measures roughly 1.3 mm.

Register bit total from synthesis landed at roughly 16,000. In the synthesized netlist, the number of instances is 32,130. TritonCTS built the clock tree. Maximum number of buffers from clock root to sink landed at 6. Total iterations of the first detailed-routing run landed at 6. Overall routing resource usage recorded by global route was 0.2484. The post-CTS hold buffer count recorded in the log is 0. The floorplan has between 400 and 500 rows. Note that the worst hold path type here is input pin to flop.

Detailed-route wire length per cell landed at approximately 32 um. Looking at the critical path, the highest net fanout was 113. Required arrival time at the worst endpoint landed at 81,040 ps. The critical path is of the input pin to output port type. Static timing analysis puts the maximum clock frequency at between 0.015 and 0.02 GHz. Of the available clock period, the critical path in the final layout requires 0.5061. Starting utilization of the core area landed at 0.4010. Sequential-to-total area share from yosys stat landed at 0.7861. Total of endpoints with negative setup slack in the final report landed at 0.

Peak ir drop on the vdd network landed at 0.01603 mV. Cell resize tally after clock tree synthesis landed at 0. Of the cells placed in the final design, the portion with a size suffix greater than 1 is 0.1732. The tree built by TritonCTS fans out to 16,380 sinks. Area of the core landed at about 1,600,000 um2. Per the run report, area growth between synthesis and finish was 14.56%.

By area, the combinational part of the netlist is dominated by multiplexers. Headroom to the max-slew limit came out at -0.01268. Data arrival time of the worst path landed at 31,010 ps.

Number of vias per cell landed at roughly 5.6. The chip occupies ~1,600,000 um2. Count of input and output buffers landed at 43. Number of nets still failing antenna checks after routing landed at 0. In the post-synthesis netlist, the cell with the most instances is sky130_fd_sc_hd__edfxtp_1. Number of buffers added by the clock tree synthesis step landed at roughly 1,700. The transition time recorded at the tightest slew-check pin is 1519 ps. Estimated wirelength of the detail-placed design landed at ~1100 mm. For this run the aggregate overflow at the end of global routing stands at 0. Stage-log warning count landed at between 70 and 80.

Compound-gate portion of the synthesized area landed at 0.03821. On the final layout, the worst hold slack is 19,340 ps. Count of unresolved DRC violations after routing landed at 0. The first global-routing pass estimated ~2500 mm of wire.

Core utilization of the finished layout landed at 0.4593. Ranked by instance count, the synthesized netlist is headed by sky130_fd_sc_hd__edfxtp_1, sky130_fd_sc_hd__mux2i_1, sky130_fd_sc_hd__o22ai_1. In the post-synthesis netlist, the biggest area contributors are sky130_fd_sc_hd__edfxtp_1, sky130_fd_sc_hd__mux2i_1, sky130_fd_sc_hd__mux4_2, sky130_fd_sc_hd__o22ai_1, sky130_fd_sc_hd__nor2_1. Number of global-route vias before repair landed at around 340k. The final max-slew violation count recorded for this run is 13. The report lists the power per cell area as slightly below 20 nW/um2.

Each instance of the synthesized netlist takes up on average approximately 20 um2. STA classifies the critical path endpoint as an output port. Tally of filler cells in the layout landed at ~130k.

roughly 50 I/O pins were placed. Proportion of register bits with asynchronous set or reset after synthesis landed at 0. The biggest area contributor in the post-synthesis netlist is sky130_fd_sc_hd__edfxtp_1. Post-synth tally of flip-flops with integrated enable landed at between 15,000 and 20,000. Cell area after synthesis landed at 625,900 um2. Number of flip-flops under the largest register name landed at 16,380.

Summing all multi-input logic gate instances after layout gives between 100,000 and 150,000 um2. Initial antenna violation count landed at ~160. The cell sitting at the root of the clock tree is a sky130_fd_sc_hd__clkbuf_16. STA classifies the critical path startpoint as an input pin. Sum of negative setup slack landed at 0 ps. For this run, the number of Yosys warnings is 1.

The flow ran to the end, but the final reports show violations. Number of H-tree branching levels landed at 7. The routed design could run at a clock period as short as around 51,000 ps. Entering global routing, the biggest net connects 118 pins. Looking at the cell usage after synthesis, the top flip-flop cell is sky130_fd_sc_hd__edfxtp_1.

Share of the synthesized area in the top cell type landed at 0.7861. The detailed router placed about 320k vias in this run. Once the clock tree was built, the setup fixing pass inserted 0 buffers. Wires add up to 1796 mm. Per the OpenROAD floorplan log, the width of the die is roughly 1.3 mm.

Hold violation count in the final report landed at 0. Per the synthesis report, the adder-cell share of the synthesized area is 0. Post-CTS clock slew at the launch and capture registers of the worst setup and hold paths landed at ~60 ps.

For this block, the initial DRC count from the detailed router was 20,930. Area fraction in and, or, nand and nor cells landed at 0.02198. The area recorded from the Yosys report for this design is about 630,000 um2.
==> where the power goes <==
group	total, W	switching (W)	leakage, nW	internal, W
registers	0.00746	0.000000913	147	0.00746
clock network	0.00605	0.00252	26.3	0.00353
logic	0.000631	0.000446	63.5	0.000185
total	0.0141	0.00297	237	0.0112
==> logic make-up after synthesis <==
family / after synthesis
DFF: 16380
muxes: 7026
AOI/OAI and AO/OA: 3717
buffers and inverters: 1979
and+or+nand+nor: 3026
==> worst paths after layout <==
| check | startpoint | endpoint | slack (ps) | cells past startpoint |
|---|---|---|---|---|
| max | addr[2] | rdata[5] | 50030 | 17 |
| min | wdata[5] | memory[7][5]$_DFFE_PP_ | 19340 | 1 |
==> final cells by class <==
class | count | area share
Sequential cell | 16380 | 0.6862
Multi-Input combinational cell | 13770 | 0.1758
Clock buffer | 2048 | 0.06252
Tap cell | 20750 | 0.03620
Timing Repair Buffer | 2338 | 0.02547
Clock inverter | 998 | 0.01238
Antenna cell | 401 | 0.001400
Inverter | 2 | 0.00002094
==> critical path, cell delays in order <==
cell	delay [ps]
sky130_fd_sc_hd__buf_16	430
sky130_fd_sc_hd__buf_4	610
sky130_fd_sc_hd__buf_4	660
sky130_fd_sc_hd__buf_4	590
sky130_fd_sc_hd__buf_12	540
sky130_fd_sc_hd__buf_4	710
sky130_fd_sc_hd__buf_4	630
sky130_fd_sc_hd__buf_4	680
sky130_fd_sc_hd__mux2i_1	270
sky130_fd_sc_hd__o22ai_1	110
sky130_fd_sc_hd__nor4_1	1010
sky130_fd_sc_hd__a31oi_1	550
sky130_fd_sc_hd__nand4_1	330
sky130_fd_sc_hd__nand4_1	830
sky130_fd_sc_hd__or4_1	1060
sky130_fd_sc_hd__or3_1	660
sky130_fd_sc_hd__clkdlybuf4s50_1	490
==> metal layers <==
layer / GRT usage / vias up / wire, um
li1: - / 136500 / -
met4: 0.09898 / 206 / 87400
met5: 0.03952 / - / 5233
met1: 0.2582 / 159000 / 525800
met2: 0.3455 / 20850 / 806000
met3: 0.2293 / 3234 / 371100
==> cells in the final DEF, fill, tap and decap left out, types with 124 or more instances in the layout <==
cell type                   Yosys  routed
sky130_fd_sc_hd__mux4_2      1384    1384
sky130_fd_sc_hd__nor3_1       368     364
sky130_fd_sc_hd__edfxtp_1   16380   16380
sky130_fd_sc_hd__o21ai_0      520     519
sky130_fd_sc_hd__a22oi_1      345     345
sky130_fd_sc_hd__o2111ai_1    184     184
sky130_fd_sc_hd__diode_2        0     401
sky130_fd_sc_hd__clkbuf_16      0    1746
sky130_fd_sc_hd__buf_4         49    2257
sky130_fd_sc_hd__a21oi_1      124     124
sky130_fd_sc_hd__o22ai_1     2248    2248
sky130_fd_sc_hd__nor2_1      1568    1554
sky130_fd_sc_hd__bufinv_16      0     157
sky130_fd_sc_hd__clkbuf_1     951     302
sky130_fd_sc_hd__nand3_1      202     202
sky130_fd_sc_hd__clkinv_2       0     316
sky130_fd_sc_hd__nand2_1      288     255
sky130_fd_sc_hd__mux2i_1     5623    5623
sky130_fd_sc_hd__nor4_1       334     322
sky130_fd_sc_hd__clkinv_1       1     424
==> through the flow <==
stage | cells | cell area, um2 | power [W] | setup WS (ps)
3_5_place_dp | 53240 | 662300 | 0.008231 | 50600
6_report | 56690 | 717000 | 0.01414 | 50030
5_1_grt | 56510 | 716600 | 0.01451 | 49790
3_3_place_gp | 53240 | 662300 | 0.008223 | 50670
2_1_floorplan | 32130 | 625900 | 0.007899 | 58080
4_1_cts | 56280 | 716000 | 0.01421 | 50580
Power figures rest on the tool's default switching activity, not on a simulated workload.
