`flow/design.v`:
```
`timescale 1ns / 1ps
module RegisterFile(
    input clk,                      
    input rst,                      
    input [3:0] read_addr1,         
    input [3:0] read_addr2,         
    input [3:0] write_addr,         
    input [15:0] write_data,        
    input write_enable,             
    output reg [15:0] read_data1,   
    output reg [15:0] read_data2    
);
    reg [15:0] registers [0:15];
    always @(*) begin
        read_data1 = registers[read_addr1];
        read_data2 = registers[read_addr2];
    end
    always @(posedge clk or posedge rst) begin
        if (rst) begin
         integer i;
            for (i = 0; i < 16; i = i + 1) begin
                registers[i] <= 16'b0;
            end
        end else if (write_enable) begin
            registers[write_addr] <= write_data;
        end
    end
endmodule
```
`flow/run.sh`:
```
#!/bin/bash
# OpenROAD 26Q1-2900-gdf79404cd8, Yosys 0.63+post, stock flow scripts
make -C /OpenROAD-flow-scripts/flow DESIGN_CONFIG=/design/flow/config.mk WORK_HOME=/design/flow/orfs finish
```
`flow/config.mk`:
```
export PLATFORM = sky130hd
export DESIGN_NAME = RegisterFile
export DESIGN_NICKNAME = RegisterFile
export VERILOG_FILES = /design/flow/design.v
export SDC_FILE = /design/flow/constraint.sdc
export NUM_CORES = 4
export LEC_CHECK = 1
export CORE_UTILIZATION = 40
```
`flow/constraint.sdc`:
```
current_design RegisterFile

set clk_period 6.5
set clk_io_pct 0.2

create_clock -name clk0 -period $clk_period [get_ports {clk}]

set non_clock_inputs [all_inputs -no_clocks]
set_input_delay [expr $clk_period * $clk_io_pct] -clock clk0 $non_clock_inputs
set_output_delay [expr $clk_period * $clk_io_pct] -clock clk0 [all_outputs]
```
==> flow_summary.toml <==
# synthesis and place-and-route metrics
[status]
status = "finished, final reports clean"

[final_timing]
hold_viol_final = 0
slew_headroom_pct = 30.04
setup_violations = 0
fin_setup_tns_ns = 0
worstMarginPinSlew_ns = 1.035
max_freq_ghz = 0.1763
finalCritPeriodShare_pct = 87.24
period_needed_ns = 5.671
finClkSkew_ns = 0
rsz0062_at_grt = "no"
maxSlewViolCount = 0

[setup_path]
cp.required_ns = 5.20
reg2reg_depth = 1
arrival_ns = 4.37
ff2ff_setup_slack_ns = 5.67
crit_path_start_kind = "input pin"
r2r-end = "registers[15][10]$_DFFE_PP0P_"
r2r-start = "registers[15][10]$_DFFE_PP0P_"
endpoint_kind = "output pin"
cp_max_fo = 13
worstSetupPathType = "input pin to output pin"

[placement]
placed_area_um2 = 15110
port_buffers = 62
hpwlAfterDp_um = 32640
place.gp.congestion = 0.9656
dp.cells = 1700

[clocking]
cts_tree = "yes"
cts_setup_buffers = 0
clkLatencyLatePin_ns = 0.56
root_buffer = "clkbuf_16"
cts_buffers = 29
path_clk_slew_ns = 0.06
cts.sinks = 256
cts_max_level = 1
ctsLongestPathBuffers = 3
cts_resized = 0
ctsHoldBuffers = 0

[final_layout]
final_layout_top_logic_cells = "mux2_2 (269), dfrtp_1 (256), a22oi_1 (80)"
nFillCells = 3048
fin_area_um2 = 16120
syn2layout_area_growth_pct = 14.38
reg.largest.list = "registers: 256 flops"
regMostFlops = "registers"
final_common_cell = "mux2_2"
largest_register_ff_count = 256
layout.cells.non_filler = 1755
drive_above_1_share_pct = 31.02

[floorplan]
fp_util_pct = 40.70
std_cell_rows = 68
die_x_um = 189.7
core_area_um2 = 34630
die_area_um2 = 35990
chipHeight_um = 189.7
io_pins = 63

[synthesis]
synth_area_um2 = 14090
synth-seq-area-share_pct = 45.45
synthArstFlopShare_pct = 100.0
yosys_area_um2 = 14090
syn_inst = 1245
ys_ff = 256
syn_area_per_cell_um2 = 11.32
ys.flop_type = "dfrtp_1"
yosys_warnings = 2
ys_cells = 1245
edf_count = 0
ys_types = 64

[route]
drc = 0
via_count = 11328
wl_per_cell_um = 29.64
ant_nets = 0
drt_wl_total_um = 52010
drt_pass1_iterations = 6
vias_per_cell = 6.455
drt_iter0_drc = 1199

[run]
warning_count = 27
maxCapViolCount = 0

[power]
p_leak_nw = 6.586
p_per_area_nw_per_um2 = 314.1
ir_drop_v = 0.0002131
p_total_w = 0.005063

[global_routing]
grt_pass1_wl_um = 77400
grt.met1_usage_pct = 44.37
busiest_layer = "met1"
use_met3_pct = 10.94
grt_usage_pct = 30.68
grt_max_degree = 125
grt_pass1_vias = 11466
antenna_found_initial = 1
met2_usage_pct = 43.60
grt-ovfl-total = 0

[hold_path]
min_path_type = "flop to flop"
min_from = "registers[4][13]$_DFFE_PP0P_"
worstHoldEndpoint = "registers[4][13]$_DFFE_PP0P_"
min_path_cells = 1
-- area by class of cell --
cell class,count,area [µm²],area share [%]
timing repair buffer,114,988.4,6.132
sequential,256,6406,39.74
antenna,1,2.502,0.01552
clock inverter,16,181.4,1.125
multi-input combinational,858,7076,43.89
inverter,17,67.56,0.4191
clock buffer,38,829.5,5.146
tap,455,569.3,3.532
-- critical path: stages --
cell and delay, ns:
clkdlybuf4s50_1 0.75, nor4bb_2 1.03, buf_4 0.35, a22oi_1 0.09, a31oi_1 0.31, clkdlybuf4s50_1 0.52
-- worst max path at each step --
stage | cells after the start | from | slack (ns) | to
6_report | 6 | read_addr1[3] | 0.83 | read_data1[9]
5_1_grt | 8 | read_addr1[3] | 0.74 | read_data1[3]
4_1_cts | 6 | read_addr1[3] | 0.89 | read_data1[7]
-- layer usage --
metal / share of wire [%] / wire [µm]
met1: 40 / 20900
met3: 12 / 6300
met2: 43 / 22450
met5: 0 / 0
met4: 4.5 / 2356
-- power breakdown --
group          total [W]  switching, W  internal (W)
Combinational    0.00103      0.000453      0.000573
Clock            0.00171      0.000697       0.00102
Sequential       0.00232      0.000356       0.00197
-- per-stage QoR --
stage	hold slack (ns)	utilization [%]	setup WS [ns]
after CTS	0.5213	46.55	0.8903
after global routing	0.5272	46.55	0.7373
final	0.5165	46.55	0.8292
after floorplan	0.4793	-	1.828
after detailed placement	0.4990	43.63	0.9067
after global placement	0.4902	43.63	0.9607
-- cell families (layout without fill, tap and decap cells) --
group | Yosys count | in the layout | synth area share, %
AND/OR/NAND/NOR | 209 | 209 | 7.972
multiplexers | 316 | 316 | 25.03
buffers and inverters | 131 | 185 | 4.536
AND-OR/OR-AND | 333 | 333 | 17.01
flip-flops | 256 | 256 | 45.45
other | 0 | 1 | 0
-- cells in the mapped netlist (all sizes together), types with 2 or more instances --
| library cell | n | area (µm²) |
|---|---|---|
| a211o | 4 | 35.03 |
| a211oi | 12 | 90.09 |
| a21o | 2 | 15.01 |
| a21oi | 49 | 245.2 |
| a221o | 8 | 80.08 |
| a221oi | 15 | 131.4 |
| a222oi | 2 | 20.02 |
| a22o | 16 | 140.1 |
| a22oi | 80 | 600.6 |
| a311oi | 2 | 17.52 |
| a31oi | 21 | 131.4 |
| a32o | 4 | 40.04 |
| a32oi | 17 | 148.9 |
| and2 | 8 | 52.56 |
| and2b | 2 | 15.01 |
| and3 | 2 | 12.51 |
| and3b | 4 | 35.03 |
| buf | 79 | 442.9 |
| clkbuf | 35 | 132.6 |
| dfrtp | 256 | 6406 |
| inv | 17 | 63.81 |
| mux2 | 271 | 3052 |
| mux2i | 43 | 430.4 |
| mux4 | 2 | 45.04 |
| nand2 | 50 | 190.2 |
| nand2b | 15 | 93.84 |
| nand3 | 15 | 75.07 |
| nand3b | 5 | 37.54 |
| nand4b | 2 | 17.52 |
| nor2 | 49 | 204.0 |
| nor2b | 33 | 214.0 |
| nor3 | 7 | 35.03 |
| nor3b | 10 | 80.07 |
| nor4bb | 2 | 20.02 |
| o21ai | 34 | 170.2 |
| o221ai | 11 | 96.34 |
| o22a | 3 | 26.28 |
| o22ai | 23 | 143.9 |
| o31ai | 10 | 75.07 |
| o32a | 13 | 130.1 |
| o32ai | 2 | 17.52 |
No activity file was given, so power comes from the tool's default toggle rates.
